--- ./config.mk ---
export PLATFORM = sky130hd
export DESIGN_NAME = sm3_padding
export DESIGN_NICKNAME = sm3_padding
export VERILOG_FILES = /design/flow/design.v
export SDC_FILE = /design/flow/constraint.sdc
export NUM_CORES = 4
export LEC_CHECK = 1
export CORE_UTILIZATION = 30
--- ./constraint.sdc ---
current_design sm3_padding

set clk_period 11.4
set clk_io_pct 0.2

create_clock -name clk0 -period $clk_period [get_ports {clk}]

set non_clock_inputs [all_inputs -no_clocks]
set_input_delay [expr $clk_period * $clk_io_pct] -clock clk0 $non_clock_inputs
set_output_delay [expr $clk_period * $clk_io_pct] -clock clk0 [all_outputs]
--- ./design.v ---
`timescale 1ns / 1ps
module sm3_padding(
    input wire clk,
    input wire rst_n,
    input wire data,
    input wire data_en,
    output reg data_padding,
    output reg data_padding_en
);
    reg data_reg, data_en_reg;
    always@(posedge clk or negedge rst_n) begin
        if(rst_n == 1'b0) begin
            data_reg <= 1'b0;
            data_en_reg <= 1'b0;
        end
        else begin                                       
            data_reg <= data;
            data_en_reg <= data_en;
        end 
    end
    reg [63:0] length;
    reg [8:0] k;
    always@(posedge clk or negedge rst_n) begin
        if(rst_n == 1'b0) begin
            k <= 9'b0;
        end
        else if (data_en_reg == 1'b1 && data_en == 1'b0) begin
            k <= 9'd447 - length[8:0];
        end
        else begin
            k <= k;
        end
    end
    reg padding_step1;
    reg padding_step1_en;
    reg [8:0] padding_step1_count;
    always@(posedge clk or negedge rst_n) begin
        if(rst_n == 1'b0) begin
            padding_step1_count <= 9'b0;
        end
        else if (data_en_reg == 1'b1 && data_en == 1'b0) begin
            padding_step1_count <= 9'b1;
        end
        else if (padding_step1_count != 9'b0)begin
            padding_step1_count <= padding_step1_count + 1'b1;
        end 
        else begin
            padding_step1_count <= padding_step1_count;
        end
    end
    always@(posedge clk or negedge rst_n) begin
        if(rst_n == 1'b0) begin
            padding_step1_en <= 1'b0;
        end
        else if(data_en_reg) begin                                       
            padding_step1_en <= 1'b1;
        end
        else if (padding_step1_count != 9'b0 && padding_step1_count <= k) begin
            padding_step1_en <= 1'b1;
        end
        else begin
            padding_step1_en <= 1'b0;
        end
    end
    reg data_en_reg1;
    always@(posedge clk or negedge rst_n) begin
        if(rst_n == 1'b0) begin
            data_en_reg1 <= 1'b0;
        end
        else begin                                       
            data_en_reg1 <= data_en_reg;
        end 
    end
    always@(posedge clk or negedge rst_n) begin
        if(rst_n == 1'b0) begin
            padding_step1 <= 1'b0;
        end
        else if(data_en_reg) begin                                       
            padding_step1 <= data_reg;
        end
        else if(data_en_reg == 1'b0 && data_en_reg1 == 1'b1) begin
            padding_step1 <= 1'b1;
        end
        else begin
            padding_step1 <= 1'b0;
        end
    end
    reg padding_step1_en_reg;
    reg padding_step1_reg;
    always@(posedge clk or negedge rst_n) begin
        if(rst_n == 1'b0) begin
            padding_step1_en_reg <= 1'b0;
            padding_step1_reg <= 1'b0;
        end
        else begin
            padding_step1_en_reg <= padding_step1_en;
            padding_step1_reg <= padding_step1;
        end
    end
    reg padding_step2_en, padding_step2_en_pre;
    always@(posedge clk or negedge rst_n) begin
        if(rst_n == 1'b0) begin
            length <= 64'b0;
        end
        else if (data_en_reg == 1'b0 && data_en == 1'b1) begin
            length <= 64'b0;
        end
        else if (data_en_reg == 1'b1)begin
            length <= length + 1'b1;
        end
        else if (padding_step2_en_pre == 1'b1) begin
            length <= length << 1;
        end
        else begin
            length <= length;
        end
    end
    reg [5:0] padding_step2_count;
    reg padding_step2;
    always@(posedge clk or negedge rst_n) begin
        if(rst_n == 1'b0) begin
            padding_step2_count <= 6'b0;
            padding_step2_en_pre <= 1'b0;
            padding_step2 <= 1'b0;
        end
        else if(padding_step1_en_reg == 1'b1 && padding_step1_en == 1'b0) begin
            padding_step2_count <= 6'b1;
            padding_step2_en_pre <= 1'b1;
            padding_step2 <= length[63];
        end
        else if(padding_step2_count != 6'b0) begin
            padding_step2_count <= padding_step2_count + 6'b1;
            padding_step2 <= length[63];
            padding_step2_en_pre <= 1'b1;
        end
        else begin
            padding_step2_count <= padding_step2_count;
            padding_step2_en_pre <= 1'b0;
            padding_step2 <= 1'b0;
        end
    end
    always@(posedge clk or negedge rst_n) begin
        if(rst_n == 1'b0) begin
            padding_step2_en <= 1'b0;
        end
        else begin
            padding_step2_en <= padding_step2_en_pre;
        end
    end
    reg padding_step1_en_reg1;
    reg padding_step1_reg1;
    always@(posedge clk or negedge rst_n) begin
        if(rst_n == 1'b0) begin
            padding_step1_en_reg1 <= 1'b0;
            padding_step1_reg1 <= 1'b0;
        end
        else begin
            padding_step1_en_reg1 <= padding_step1_en_reg;
            padding_step1_reg1 <= padding_step1_reg;
        end
    end
    reg padding_en, padding;
    always@(posedge clk or negedge rst_n) begin
        if(rst_n == 1'b0) begin
            padding_en <= 1'b0;
            padding <= 1'b0;
        end
        else if(padding_step1_en_reg1 || padding_step2_en) begin
            padding_en <= 1'b1;
            padding <= padding_step2 || padding_step1_reg1;
        end
        else begin
            padding_en <= 1'b0;
            padding <= 1'b0;
        end
    end
    always@(posedge clk or negedge rst_n) begin
        if(rst_n == 1'b0) begin
            data_padding <= 1'b0;
            data_padding_en <= 1'b0;
        end
        else begin
            data_padding <= padding;
            data_padding_en <= padding_en;
        end
    end
endmodule
--- ./run.sh ---
#!/bin/bash
# OpenROAD 26Q1-2900-gdf79404cd8, Yosys 0.63+post, stock flow scripts
make -C /OpenROAD-flow-scripts/flow DESIGN_CONFIG=/design/flow/config.mk WORK_HOME=/design/flow/orfs finish
==> impl_metrics.tcl <==
# flow metrics
set metrics [dict create \
    status "finished, final reports clean" \
    drt_iter0_markers 224 \
    worstSetupEndpointType "flip-flop" \
    antenna_found_initial 0 \
    syn_inst 595 \
    ir_drop_mv 0.0745 \
    grt_pass1_wl_um 21000 \
    cts-resized-gates 0 \
    crit_start "data_en" \
    die_x_um 143 \
    cp_max_fo 59 \
    maxCapViolCount 0 \
    period_used_share 0.345 \
    yosys_warnings 1 \
    netlist_area_um2 5950 \
    xor_share 0.102 \
    criticalPathCategory "in -> reg" \
    setup_tns_ns 0 \
    cts_tree "done" \
    p_seq_frac 0.475 \
    overflow 0 \
    layout_setup_ws_ns 7.47 \
    rows 51 \
    timing.fmax_mhz 254 \
    grt_max_degree 62 \
    clock_latency_ns 0.35 \
    ys_sh_mux 0.101 \
    antenna_cells 0 \
    cp-start-kind "input port" \
    vias 4268 \
    hold_viol 0 \
    top_regs "length x64, k x9, padding_step1_count x9" \
    cts_buffers 9 \
    r2r_start "length[0]" \
    io_pins 6 \
    slew_headroom 0.508 \
    dpl.hpwl_um 7410 \
    drc_errors 0 \
    grt_pass1_vias 4163 \
    grt.total_usage 0.128 \
    warnings 28 \
    place_ws_ns 7.12 \
    gp_congestion 0.850 \
    top_register "length" \
    setup_violations 0 \
    syn_avg_cell_area_um2 9.99 \
    fp.dieH_um 143 \
    wire_per_inst_um 14.0 \
    hold_start "padding_en" \
    cts_sinks 104 \
    wirelength_um 12000 \
    switchingPower_uw 321 \
    finalCriticalPeriod_ns 3.93 \
    ys_seq_share 0.438 \
    clockRootBuffer "clkbuf_16" \
    slew_violations 0 \
    compound_area_frac 0.106 \
    power.total_uw 978 \
    postCtsSetupRepairBufs 0 \
    clkSlewWorstSetupHoldPaths_ns 0.08 \
    fin_hold_ws_ns 0.354 \
    fin_skew_ns 0.00816 \
    worstPathArrival_ns 4.13 \
    p_int_uw 657 \
    synth-edff-count 0 \
    largest_register_ff_count 64 \
    ys_sh_simple 0.185 \
    min_path_type "reg -> reg" \
    worstMarginPinSlew_ns 0.737 \
    combPwrFrac 0.202 \
    io_buffers 5 \
    layout-drive-gt1-share 0.0795 \
    viasPerCell 4.99 \
    adder_share 0.0337 \
    required_ns 11.60 \
    ys_cells 595 \
    fillCellCount 1937 \
    p_per_area_nw_per_um2 149 \
    clkPwrFrac 0.323 \
    first_pass_iters 5 \
    htree_num_levels 3 \
    netSwitchingFraction 0.329 \
    p_leak_nw 2.83 \
    synth_cell_types 46 \
    ys_area_um2 5950 \
    rsz0062_at_grt "false" \
    drtAntennaViolNets 0 \
    core-area_um2 19500 \
    ys_top_logic_family "simple AND/OR/NAND/NOR gates" \
    async_flop_share 1.00 \
    clk_path_buf_depth 2 \
    synth-main-ff-cell "dfrtp_1" \
    initCoreUtil 0.305 \
    syn_to_final_growth_pct 10.3 \
    chipArea_um2 20400 \
    cts-hold-fix-buffers 0 \
    ys_ff 104 \
]
through the flow:
step | utilization | cells | instance area, um^2
detailed placement | 0.321 | 840 | 6250
global route | 0.337 | 856 | 6560
finish | 0.337 | 856 | 6560
CTS | 0.337 | 856 | 6560
floorplan | - | 595 | 5950
global placement | 0.321 | 840 | 6250
critical path, cell delays in order:
cell             delay, ns
clkdlybuf4s50_1       0.59
or2_2                 0.15
buf_4                 0.55
nor2_1                0.18
a21o_1                0.20
nand2_1               0.05
o311ai_0              0.11
power groups by stage:
stage	clock, mW	sequential [mW]	combinational (mW)
after CTS	0.328	0.465	0.199
after global routing	0.340	0.472	0.223
final	0.316	0.465	0.197
cells in the final DEF (no fill, tap or decap), types with 7 or more instances in the layout:
cell       instances
a21oi_1            7
buf_4              7
clkbuf_16          9
dfrtp_1          103
ha_1              16
inv_1             22
mux2i_1           58
nand2_1           45
nand3_1           27
nand4_1           27
nor2_1            36
nor3_1            18
nor4_1            10
o21ai_0           19
o22ai_1           50
xnor2_1           38
xor2_1            31
synthesized netlist by cell type (2+ instances only):
master / number / area, um^2
dfrtp_1: 104 / 2600
mux2i_1: 58 / 581
o22ai_1: 50 / 313
nand2_1: 45 / 169
xnor2_1: 38 / 333
nor2_1: 36 / 135
xor2_1: 31 / 272
nand3_1: 27 / 135
nand4_1: 27 / 169
inv_1: 23 / 86.3
clkbuf_1: 22 / 82.6
o21ai_0: 19 / 95.1
nor3_1: 18 / 90.1
ha_1: 16 / 200
nor4_1: 10 / 62.6
a21oi_1: 7 / 35.0
o22ai_2: 6 / 75.1
and3_1: 5 / 31.3
buf_1: 4 / 15.0
a21o_1: 3 / 22.5
and2_1: 3 / 18.8
buf_2: 3 / 15.0
nand2b_1: 3 / 18.8
nand4_4: 3 / 63.8
nor2b_1: 3 / 18.8
nor4_2: 3 / 37.5
nor4_4: 3 / 63.8
a31oi_1: 2 / 12.5
and4_1: 2 / 17.5
clkbuf_2: 2 / 10.0
mux2_2: 2 / 22.5
o21a_1: 2 / 15.0
or2_2: 2 / 12.5
path summary, 6_finish.rpt:
path	depth (start not counted)	slack, ns	endpoint
max in group asynchronous	2	8.26	padding_step2_en_pre
hold reg to reg	0	0.35	data_padding_en
setup / recovery	7	7.47	length[8]
setup reg to reg	7	8.69	length[34]
min in group asynchronous	1	1.94	padding_step2_count[2]
hold / removal	0	0.35	data_padding_en
layer usage:
metal  GRT usage  vias to the layer above  wire [um]
li1            -                     2143          -
met1       0.203                     2073       6110
met2       0.196                       41       5450
met3      0.0191                       11        280
met4      0.0108                        0        108
met5           0                        -          0
layout make-up:
| class | count | area, um^2 | area share |
|---|---|---|---|
| multi-input combinational | 437 | 3130 | 0.478 |
| sequential | 104 | 2610 | 0.397 |
| tap | 265 | 332 | 0.0506 |
| clock buffer | 9 | 225 | 0.0343 |
| timing repair buffer | 11 | 92.6 | 0.0141 |
| inverter | 23 | 86.3 | 0.0132 |
| clock inverter | 7 | 81.3 | 0.0124 |
logic make-up (layout without fill, tap and decap cells):
logic type	Yosys count	count (layout)
XOR/XNOR	69	69
flip-flops	104	104
AND-OR/OR-AND	96	96
buffers and inverters	54	50
adder cells (fa/ha/maj)	16	16
multiplexers	60	60
AND/OR/NAND/NOR	196	196
Power and IR drop assume default switching activity.
